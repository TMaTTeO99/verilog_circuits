===== /design/flow/run.sh =====
#!/bin/bash
# OpenROAD 26Q1-2900-gdf79404cd8, Yosys 0.63+post, stock flow scripts
make -C /OpenROAD-flow-scripts/flow DESIGN_CONFIG=/design/flow/config.mk WORK_HOME=/design/flow/orfs finish

===== /design/flow/config.mk =====
export PLATFORM = sky130hd
export DESIGN_NAME = mem
export DESIGN_NICKNAME = mem
export VERILOG_FILES = /design/flow/design.v
export SDC_FILE = /design/flow/constraint.sdc
export NUM_CORES = 4
export LEC_CHECK = 1
export CORE_UTILIZATION = 40

===== /design/flow/constraint.sdc =====
current_design mem

set clk_period 6.3
set clk_io_pct 0.2

create_clock -name clk0 -period $clk_period [get_ports {clk}]

set non_clock_inputs [all_inputs -no_clocks]
set_input_delay [expr $clk_period * $clk_io_pct] -clock clk0 $non_clock_inputs
set_output_delay [expr $clk_period * $clk_io_pct] -clock clk0 [all_outputs]

===== /design/flow/design.v =====
module mem(output [N-1:0]z, input [N-1:0]in, input [N-1:0]address, input we, input clk);
	parameter N = 32;
	reg [N-1:0] m[0: 2**N -1];
	integer i;
	initial 
	begin
		for(i=0; i<2**N -1; i++)
			m[i] = 0;
	end
	always @(posedge clk)
	begin
		if(we == 1)
			m[address] = in;	
	end
	assign z = m[address];
endmodule	

==> flow.log <==
[flow] final metrics
[metrics] area inside the core boundary: 5920 sq um
[metrics] total congestion overflow after global routing: 0
[metrics] Peak Freq: 238 MHz
[metrics] overall track demand over capacity in global routing: 0.155
[metrics] fin util: 0.628
[metrics] via count of the routed design: 1526
[metrics] required arrival time at the worst endpoint: 5.04 ns
[metrics] chip width: 80.4 um
[metrics] run status: finished clean
[metrics] instance area at placement: 3530 sq um
[metrics] power density relative to cell area: 232 nW/um^2
[metrics] element type at the critical path end: primary output
[metrics] average footprint of a synthesized cell: 19.8 sq um
[metrics] Die Span Y: 80.4 um
[metrics] final routed wirelength across all metal layers: 4.61 mm
[metrics] Max-Cap Viols: 0
[metrics] Worst Max-Slew Pin Slew: 0.561 ns
[metrics] antenna violation net count after detailed routing: 0
[metrics] CTS H-tree depth: 3
[metrics] DP Wirelength: 3.14 mm
[metrics] cell area after synthesis: 2460 sq um
[metrics] diode count: 0
[metrics] area of the die: 6460 sq um
[metrics] max-slew violation total from the final report: 0
[metrics] number of cells produced by synthesis: 124
[metrics] arrival time at the worst endpoint: 2.94 ns
[metrics] initial antenna violation count: 0
[metrics] Yosys warning total: 1
[metrics] number of top-level pins: 98
[metrics] placed instance count: 295
[metrics] row count: 28
[metrics] Max Fanout on Critical Path: 34
[metrics] number of buffers between clock root and the deepest sink: 2
[metrics] DRT Pass-1 Iters: 4
[metrics] tool warnings: 25
[metrics] Final setup viols: 0
[metrics] Floorplan Utilization: 0.415
[metrics] final setup TNS: 0 ns
[metrics] post-synthesis cell count from yosys: 124
[metrics] relative slew slack: 0.624
[metrics] I/O Buffers: 97
[metrics] detail-routed net length per standard cell: 14.8 um
[metrics] worst min-delay path category: in2reg
[metrics] layout cell share with drive strength beyond 1: 0.220
[metrics] met2 GRT Util: 0.241
[metrics] Static Leak: 1.22 nW
[metrics] total of fill cells in the finished design: 428
[metrics] vias in the first global route: 1548
[metrics] GPL Wtd Cong: 0.722
[metrics] Synth Register Bits: 64
[metrics] part of the cycle the worst path needs: 0.667
[metrics] total CTS buffers: 9
[metrics] PnR Total Power: 0.864 mW
[metrics] number of clock sinks: 64
[metrics] Final min period: 4.20 ns
[metrics] post-cts hold-fix buffer tally: 0
[metrics] violation count after the first detailed-route iteration: 56
[metrics] maximum VDD drop: 0.000174 V
[metrics] met3 track demand over resource: 0.0369
[metrics] unrepaired setup endpoints after global routing: false
[metrics] pin count of the biggest net entering global routing: 35
[metrics] kind of start point of the critical path: input port
[metrics] Chip Area, Yosys: 2460 sq um
[metrics] cell resize tally after clock tree synthesis: 0
[metrics] number of library cell types mapped by synthesis: 14
[metrics] final hold viol count: 0
[metrics] clock input transition at the sequential cells of the worst setup and hold paths: 0.07 ns
[metrics] Final Cell Area: 3720 sq um
[metrics] CTS tree: done
[metrics] post-route DRC violation count: 0
[metrics] count of buffers added by post-CTS timing repair for setup: 0
[metrics] Crit Path Category: in2out
[metrics] layout overhead on the synthesized area: 51.5%
[metrics] Final Instance Count excl. Fillers: 311
[metrics] busiest metal layer after global routing: met1
[metrics] register share after synthesis: 0.782
[metrics] global-route wire length before repair: 7.04 mm
[metrics] root buffer selected by CTS: sky130_fd_sc_hd__clkbuf_8
[metrics] drt via density: 4.91
[metrics] GR Layer Usage met1: 0.248
-- cell families after synthesis --
kind of cell / after synthesis / share of synthesized area
flip-flops: 64 / 0.782
multiplexers: 32 / 0.147
AND/OR/NAND/NOR: 24 / 0.0616
buffers and inverters: 4 / 0.00917
-- where the power goes --
part,total (mW),switching (mW),internal [mW]
Combinational,0.0703,0.0180,0.0523
Clock,0.326,0.145,0.180
Sequential,0.468,0.0000000000326,0.468
-- final timing paths --
kind	start	endpoint	slack [ns]	cells after the start
worst min-delay path	in[20]	m[0][20]	1.52	1
worst max-delay path	address[0]	z[23]	2.10	4
-- flip-flops by register name, indices dropped and copies added, names as in the netlist --
register  count
m[-1]        32
m            32
-- final cells by class --
cell class | count | area [sq um] | share of cell area
flip-flops and latches | 64 | 1920 | 0.517
repair buffers | 100 | 993 | 0.267
multi-input cells | 56 | 523 | 0.141
clock buffers | 10 | 128 | 0.0343
well taps | 75 | 93.8 | 0.0252
clock inverters | 6 | 60.1 | 0.0161
-- synth_stat cells (all sizes together) --
cell type,count,share of area
nor2,1,0.0015
nor3,2,0.0061
nor4b,1,0.0036
or3,1,0.0025
mux2,32,0.15
nand4,9,0.023
nand3,1,0.0020
nand2,1,0.0015
or4,2,0.0061
edfxtp,64,0.78
buf,4,0.0092
nor4,6,0.015
-- stage by stage --
step	hold WS (ns)	setup slack [ns]
2_1_floorplan	1.36	1.80
3_3_place_gp	1.84	2.09
3_5_place_dp	1.84	2.09
4_1_cts	1.49	2.09
5_1_grt	1.50	2.02
6_report	1.52	2.10
-- routing by layer --
metal | share of wire | vias to the layer above
met5 | 0 | -
met4 | 0.014 | 0
met3 | 0.075 | 6
met2 | 0.50 | 73
met1 | 0.41 | 723
li1 | - | 724
-- cells in the final DEF (no fill, tap or decap), types with 2 or more instances in the layout --
cell type and instances:
sky130_fd_sc_hd__clkinvlp_4 2, sky130_fd_sc_hd__edfxtp_1 64, sky130_fd_sc_hd__mux2_2 32, sky130_fd_sc_hd__buf_4 3, sky130_fd_sc_hd__nor4_1 6, sky130_fd_sc_hd__clkinv_2 3
sky130_fd_sc_hd__or4_1 2, sky130_fd_sc_hd__clkdlybuf4s50_1 97, sky130_fd_sc_hd__clkbuf_8 9, sky130_fd_sc_hd__nand4_1 9
-- worst max-delay path, cell delays in order --
cell	delay (ns)
sky130_fd_sc_hd__clkdlybuf4s50_1	0.45
sky130_fd_sc_hd__buf_4	0.39
sky130_fd_sc_hd__mux2_2	0.40
sky130_fd_sc_hd__clkdlybuf4s50_1	0.43
Power is estimated from default activity; no workload was simulated.
